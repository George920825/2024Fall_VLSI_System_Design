==> flow/design.v <==
module Memory(clk,rst,data_in,data_out,data_addr,mem_r,mem_w,mem_done);
parameter WIDTH=32;
parameter ADDRSIZE=32;
parameter MEMSIZE=256;
integer i;
input clk,rst,mem_r,mem_w;
input [WIDTH-1:0] data_in;  
input [ADDRSIZE-1:0] data_addr;  
output reg [WIDTH-1:0]data_out;  
output reg mem_done;
reg [WIDTH-1:0] MEM [0:MEMSIZE-1];
always@(posedge clk)begin
	if(rst) data_out<=0;
	else if(mem_r)begin
		data_out<=MEM[data_addr];
	end
end
always@(posedge clk)begin
	if(rst)mem_done<=0;
	else if(mem_r)mem_done<=1;
	else mem_done<=0;
end
always@(posedge clk)begin
	if(rst)begin
		for(i=0;i<MEMSIZE;i=i+1)begin
			MEM[i]<=0;
		end
	end
	else if(mem_w)begin
		MEM[data_addr]<=data_in;
	end
end
endmodule
==> flow/run.sh <==
#!/bin/bash
# OpenROAD 26Q1-2900-gdf79404cd8, Yosys 0.63+post, stock flow scripts
make -C /OpenROAD-flow-scripts/flow DESIGN_CONFIG=/design/flow/config.mk WORK_HOME=/design/flow/orfs finish
==> flow/config.mk <==
export PLATFORM = sky130hd
export DESIGN_NAME = Memory
export DESIGN_NICKNAME = Memory
export VERILOG_FILES = /design/flow/design.v
export SDC_FILE = /design/flow/constraint.sdc
export NUM_CORES = 4
export LEC_CHECK = 1
export CORE_UTILIZATION = 40
export SYNTH_MEMORY_MAX_BITS = 65536
==> flow/constraint.sdc <==
current_design Memory

set clk_period 64.6
set clk_io_pct 0.2

create_clock -name clk0 -period $clk_period [get_ports {clk}]

set non_clock_inputs [all_inputs -no_clocks]
set_input_delay [expr $clk_period * $clk_io_pct] -clock clk0 $non_clock_inputs
set_output_delay [expr $clk_period * $clk_io_pct] -clock clk0 [all_outputs]
==> run_summary.xml <==
<?xml version="1.0" encoding="UTF-8"?>
<metrics>
  <group name="power_and_ir_drop">
    <metric name="total_power" unit="mW">11.8</metric>
    <metric name="p_per_area" unit="nW/um^2">28.5</metric>
    <metric name="power.leakage" unit="nW">142</metric>
    <metric name="irDropWorstVdd" unit="V">0.0000332</metric>
  </group>
  <group name="sta">
    <metric name="relSlewSlack" unit="%">4.99</metric>
    <metric name="hold_violations" unit="">0</metric>
    <metric name="unrepaired_setup_endpoints_after_global_routing" unit="">false</metric>
    <metric name="totalNegativeSetupSlack" unit="ns">0</metric>
    <metric name="final.period_utilization" unit="%">28.2</metric>
    <metric name="hold_ws" unit="ns">0.645</metric>
    <metric name="max_slew.worst_pin.slew" unit="ns">1.41</metric>
    <metric name="slew_viol_final" unit="">0</metric>
    <metric name="timing.final.crit_period" unit="ns">18.22</metric>
    <metric name="setup_viol_count_final" unit="">0</metric>
    <metric name="top_achievable_clock_speed" unit="MHz">54.9</metric>
    <metric name="fin_skew" unit="ns">0.104</metric>
  </group>
  <group name="worst_setup_path">
    <metric name="rr_endpoint" unit="">data_out[4]</metric>
    <metric name="worstReg2RegStart" unit="">MEM[76][4]</metric>
    <metric name="ff2ff_setup_slack" unit="ns">61.09</metric>
    <metric name="setup.worst_path.class" unit="">input port to flip-flop</metric>
    <metric name="cp_data_required_time" unit="ns">65.75</metric>
    <metric name="critical_path.endpoint_type" unit="">flip-flop</metric>
    <metric name="critical_path_peak_fanout" unit="">49</metric>
    <metric name="arrival_time_of_the_worst_setup_path" unit="ns">19.37</metric>
    <metric name="ff2ff_path_depth" unit="">7</metric>
    <metric name="crit_path_start_kind" unit="">input port</metric>
  </group>
  <group name="synth">
    <metric name="muxShareOfSynthArea" unit="%">13.8</metric>
    <metric name="ys_warn_count" unit="">1</metric>
    <metric name="synth.distinct_cells" unit="">63</metric>
    <metric name="yosys.stat.chipArea" unit="sq um">374000</metric>
    <metric name="netlist_instances" unit="">23800</metric>
    <metric name="synthSimpleGateAreaFrac" unit="%">15.2</metric>
    <metric name="post_synth_main_logic_family" unit="">simple AND/OR/NAND/NOR gates</metric>
    <metric name="ff_type" unit="">edfxtp_1</metric>
    <metric name="synthesized_area_divided_by_synthesized_cell_count" unit="sq um">15.7</metric>
    <metric name="ys_cells" unit="">23800</metric>
    <metric name="synth.cell_area" unit="sq um">374000</metric>
    <metric name="synth-compound-area-share" unit="%">2.09</metric>
    <metric name="ys_ff" unit="">8225</metric>
    <metric name="edf_count" unit="">8192</metric>
    <metric name="synth.cellmix.xorXnorShare" unit="%">0</metric>
    <metric name="async_reset_ff_share" unit="%">0</metric>
    <metric name="seq_area_frac_synth" unit="%">66.0</metric>
    <metric name="post_synth_fa_ha_maj_area_fraction" unit="%">0</metric>
  </group>
  <group name="clock_network">
    <metric name="count_of_clock_tree_sinks" unit="">8225</metric>
    <metric name="worst_setup_hold_path_clk_slew" unit="ns">0.06</metric>
    <metric name="number_of_post_cts_setup_repair_buffers" unit="">0</metric>
    <metric name="cts_made_buffers" unit="">840</metric>
    <metric name="clk-insertion-delay-late" unit="ns">1.23</metric>
    <metric name="ctsRootBufferMaster" unit="">clkbuf_16</metric>
    <metric name="cts_hold_buffers" unit="">0</metric>
    <metric name="postCtsResizedCells" unit="">0</metric>
    <metric name="ctsLongestPathBuffers" unit="">4</metric>
    <metric name="cts.htree.levels" unit="">6</metric>
    <metric name="cts_tree" unit="">yes</metric>
  </group>
  <group name="global_routing">
    <metric name="grt_pass1_wl" unit="microns">1690000</metric>
    <metric name="grt_busiest_layer" unit="">met2</metric>
    <metric name="number_of_global_route_vias_before_repair" unit="">215000</metric>
    <metric name="use_met3" unit="%">22.0</metric>
    <metric name="number_of_antenna_violations_at_the_first_check_in_global_routing" unit="">79</metric>
    <metric name="global_route.usage.total" unit="%">28.2</metric>
    <metric name="global_route.overflow_total" unit="">0</metric>
    <metric name="grt_start_max_net_pins" unit="">110</metric>
    <metric name="grt.met2_usage" unit="%">39.9</metric>
    <metric name="met1_usage" unit="%">31.9</metric>
  </group>
  <group name="drt">
    <metric name="detailedRoute.firstPassIterationCount" unit="">6</metric>
    <metric name="ant_nets" unit="">0</metric>
    <metric name="totalWireLength" unit="microns">1220000</metric>
    <metric name="remaining_drc_errors" unit="">0</metric>
    <metric name="first_iter_violations" unit="">13400</metric>
    <metric name="vias_per_cell" unit="">5.54</metric>
    <metric name="via_count_of_the_routed_design" unit="">202000</metric>
    <metric name="wl_per_cell" unit="microns">33.4</metric>
  </group>
  <group name="floorplanning">
    <metric name="design.die.area" unit="sq um">939000</metric>
    <metric name="floorplan.core_area" unit="sq um">930000</metric>
    <metric name="io_pins" unit="">101</metric>
    <metric name="die-width" unit="microns">969</metric>
    <metric name="rows" unit="">354</metric>
    <metric name="die.size.y" unit="microns">969</metric>
    <metric name="floorplan.initialDensity" unit="%">40.2</metric>
  </group>
  <group name="finish">
    <metric name="layout_top_cells" unit="">8,227 x and2_1, 8,192 x edfxtp_1, 1,990 x mux4_2</metric>
    <metric name="layout.cells.non_filler" unit="">36500</metric>
    <metric name="fillers" unit="">78200</metric>
    <metric name="drive_above_1_share" unit="%">21.3</metric>
    <metric name="layout.cells.most_common" unit="">and2_1</metric>
    <metric name="areaGrowthSynthToFinish" unit="%">11.3</metric>
    <metric name="post_route_design_area" unit="sq um">416000</metric>
  </group>
  <group name="job">
    <metric name="max-cap-violations" unit="">0</metric>
    <metric name="warnings" unit="">55</metric>
  </group>
  <group name="min_path">
    <metric name="worstHoldPathCells" unit="">2</metric>
    <metric name="holdPathEnd" unit="">data_out[26]</metric>
    <metric name="type_of_the_most_critical_hold_path" unit="">flip-flop to flip-flop</metric>
    <metric name="holdCritStartpoint" unit="">data_out[26]</metric>
  </group>
  <group name="place">
    <metric name="placed_cells_incl_taps" unit="">34900</metric>
    <metric name="place.gp.congestion" unit="">0.930</metric>
    <metric name="place.detailed.hpwl" unit="microns">745000</metric>
    <metric name="detailed_place.area" unit="sq um">390000</metric>
    <metric name="port-buffer-count" unit="">76</metric>
  </group>
  <group name="outcome">
    <metric name="status" unit="">finished clean</metric>
  </group>
</metrics>
==> state kept, by name (all words and copies together), names as in the netlist <==
signal,cells
MEM,8192
data_out,32
mem_done,1
==> final cells by class <==
| type | instances | area [sq um] | share of cell area, % |
|---|---|---|---|
| Sequential cell | 8225 | 247000 | 59.3 |
| Timing Repair Buffer | 1278 | 10200 | 2.45 |
| Clock buffer | 1099 | 22100 | 5.32 |
| Multi-Input combinational cell | 13100 | 118000 | 28.3 |
| Tap cell | 12300 | 15400 | 3.69 |
| Inverter | 4 | 30.0 | 0.00722 |
| Antenna cell | 68 | 170 | 0.0409 |
| Clock inverter | 421 | 3760 | 0.903 |
==> per-stage QoR <==
| stage | utilization [%] | worst slack, ns |
|---|---|---|
| after global placement | 41.9 | 45.09 |
| after CTS | 44.7 | 46.39 |
| final | 44.7 | 46.38 |
| after floorplan | - | 49.29 |
| after global routing | 44.7 | 46.11 |
| after detailed placement | 41.9 | 45.10 |
==> cell usage after synthesis (12+ instances only) <==
library cell / count / area [sq um]
a2111oi_0: 12 / 105
a211oi_1: 106 / 796
a21oi_1: 151 / 756
a221oi_1: 29 / 254
a22oi_1: 85 / 638
a31oi_1: 72 / 450
a32oi_1: 52 / 455
and2_1: 8229 / 51500
buf_1: 30 / 113
buf_2: 261 / 1310
buf_4: 202 / 1520
buf_6: 77 / 867
clkbuf_1: 1915 / 7190
dfxtp_1: 33 / 661
edfxtp_1: 8192 / 246000
mux2_2: 169 / 1900
mux2i_1: 471 / 4710
mux4_2: 1990 / 44800
nand2_1: 269 / 1010
nand3_1: 72 / 360
nand4_1: 17 / 106
nor2_1: 319 / 1200
nor2_2: 17 / 106
nor2b_1: 34 / 213
nor3_1: 41 / 205
nor4_1: 47 / 294
o2111ai_1: 20 / 175
o21ai_0: 236 / 1180
o221ai_1: 37 / 324
o22a_1: 77 / 674
o22ai_1: 148 / 926
o31ai_1: 26 / 195
o32ai_1: 32 / 280
or2_2: 260 / 1630
==> power by group <==
| group | internal [mW] | leakage [nW] | switching, mW |
|---|---|---|---|
| registers | 6.12 | 78.0 | 0.0708 |
| logic | 0.319 | 51.4 | 0.655 |
| clock network | 2.57 | 12.6 | 2.10 |
| total | 9.02 | 142 | 2.83 |
==> critical path, cell delays in order <==
cell and delay [ns]:
buf_16 0.33, buf_4 0.51, buf_4 0.54, buf_4 0.57, buf_4 0.48, buf_4 0.53
buf_4 0.54, mux4_2 0.33, nor2b_1 0.24, a211oi_1 0.10, nor4_2 1.20, buf_4 0.28
o32ai_2 0.09, buf_4 0.23, a211oi_1 0.23
==> how the worst max path moves through the flow <==
stage	start	endpoint	slack (ns)	depth (start not counted)
CTS	data_addr[1]	data_out[5]	46.39	15
finish	data_addr[1]	data_out[5]	46.38	15
global route	data_addr[1]	data_out[5]	46.11	15
==> cell families (layout without fill, tap and decap cells) <==
logic type	count (synthesis)	in the layout
AND/OR/NAND/NOR	9349	9349
multiplexers	2630	2630
flip-flops	8225	8225
AND-OR/OR-AND	1152	1152
buffers and inverters	2491	2802
other	0	68
==> layer usage <==
metal  part of all wire, %  up-vias
li1                      -    87000
met1                    31   101000
met2                    45    12000
met3                    18     2342
met4                   5.9      108
met5                  0.34        -
Power figures rest on the tool's default switching activity, not on a simulated workload.
