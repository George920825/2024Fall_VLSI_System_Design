==> design.v <==
module stage_if(rst,pc_i,inst_in,br,br_wait,mem_read,mem_addr,pc_o,inst_out);
input rst;
input [31:0]pc_i;
input [31:0] inst_in;
input br;
input br_wait;  
output reg mem_read;
output reg [31:0]mem_addr;
output reg [31:0]pc_o;
output reg [31:0] inst_out;
reg wait_one;  
always@(*)begin
  if(br && br_wait!=1)wait_one=1;
  else if(br_wait)wait_one=0;
  else wait_one=0;
end
always@(*)begin
  if(!wait_one && !br_wait) begin
    inst_out=inst_in;
  end
  else begin 
    inst_out=0;
  end
end
always@(*)begin
  if(!wait_one) pc_o=pc_i - 1;
  else pc_o=0;
end
always@(*)begin
  if(!wait_one)mem_addr=pc_i;
  else mem_addr=0;
end
always@(*)begin
  if(rst)mem_read=0;
  else if(!wait_one)mem_read=1;
  else mem_read=0;
end
endmodule
==> run.sh <==
#!/bin/bash
# OpenROAD 26Q1-2900-gdf79404cd8, Yosys 0.63+post, stock flow scripts
make -C /OpenROAD-flow-scripts/flow DESIGN_CONFIG=/design/flow/config.mk WORK_HOME=/design/flow/orfs finish
==> config.mk <==
export PLATFORM = sky130hd
export DESIGN_NAME = stage_if
export DESIGN_NICKNAME = stage_if
export VERILOG_FILES = /design/flow/design.v
export SDC_FILE = /design/flow/constraint.sdc
export NUM_CORES = 4
export LEC_CHECK = 1
export CORE_AREA = 10 10 86 86
export DIE_AREA = 0 0 96 96
==> constraint.sdc <==
current_design stage_if

set clk_period 8.5
set clk_io_pct 0.2

create_clock -name clk0 -period $clk_period

set non_clock_inputs [all_inputs -no_clocks]
set_input_delay [expr $clk_period * $clk_io_pct] -clock clk0 $non_clock_inputs
set_output_delay [expr $clk_period * $clk_io_pct] -clock clk0 [all_outputs]
==> metrics.yaml <==
die-area_mm2: 0.00922
top_cells_by_area: "and2_1, mux2_2, nor2_1"
drc: 0
ys_cells: 195
syn_area_per_cell_um2: 6.47
clkbuf_count: 0
cp_top_family: "simple AND/OR/NAND/NOR gates"
aoi_share_pct: 4.76
ys_chip_area_mm2: 0.00126
gp_congestion: 0.790
netlist_instances: 195
ios: 164
ys_sh_mux_pct: 12.5
dieWidth_um: 96
critPathSlowestCell: "or4_2"
wl_per_cell_um: 15.8
yosys.area_share.xor_xnor_pct: 7.63
end_kind: "output port"
port_buffers: 164
core_mm2: 0.00554
required_ns: 6.80
path_cells: "clkdlybuf4s50_1 -> nor4_2 -> nand4_1 -> or4_2 -> a21oi_1 -> clkdlybuf4s50_1"
cts_resized: 0
cpPeakStageDelay_ns: 0.70
cp_max_fo: 12
die_h_um: 96
synthTopLogicFamily: "simple AND/OR/NAND/NOR gates"
max_freq_mhz: 156
hold_class: "input pin to output port"
drv_cap: 0
setup-tns-final_ns: 0
outcome: "finished clean"
drt-initial-drc-count: 79
hold_ws_ns: 4.29
pre_cts_slack_ns: 2.03
ff_count: 0
routed_wl_um: 6610
ys_seq_share_pct: 0
tightest_slew_ns: 0.620
via_count: 1860
finish.utilization_pct: 52.6
syn_area_mm2: 0.00126
cp_num_buf_inv: 2
antennaDiodeCount: 0
ys_warn_count: 1
power_w: 0.000121
grt_max_degree: 36
ys_sh_adder_pct: 0.991
ys_types: 31
hold_viol: 0
holdBufCountCts: 0
leakagePower_nw: 1.02
layout-area-overhead-vs-synth_pct: 131
startpoint_type: "input pin"
synth_top_area_share_pct: 30.2
layout-drive-gt1-share_pct: 8.07
drv_slew: 0
yosysTopAreaCell: "and2_1"
setup_viol: 0
simple_gate_share_pct: 65.3
rsz0062_at_grt: "no"
vias_per_cell: 4.44
gr-usage-all-layers_pct: 13.3
overflow: 0
first_pass_iters: 4
flop_area_um2: 0
slew-limit-headroom_pct: 58.3
initCoreUtil_pct: 22.8
min_period_ns: 6.41
antenna_found_initial: 0
crit_arrival_ns: 4.71
grt_pass1_vias: 1877
ant_nets: 0
grt_pass1_wl_um: 9900
dp_hpwl_um: 5630
worstSetupPathType: "input pin to output port"
cts_setup_buffers: 0
p_per_area_mw_per_mm2: 41.4
max-vdd-ir-drop_mv: 0.0225
warning_count: 32
final.period_utilization_pct: 75.4
crit_path_frequent_cell: "clkdlybuf4s50_1"
setup_slack_ns: 2.09
rows: 27
[cell families (layout without fill, tap and decap cells)]
family	count (synthesis)	after routing
adder cells (fa/ha/maj)	1	1
AND/OR/NAND/NOR	142	142
XOR/XNOR	11	11
multiplexers	14	14
buffers and inverters	17	169
AND-OR/OR-AND	10	10
[stage by stage]
step | instance area, um^2 | std cells
final | 2920 | 419
after global routing | 2920 | 419
after CTS | 2920 | 419
after detailed placement | 2920 | 419
after global placement | 2920 | 419
after floorplan | 1260 | 195
[worst min-delay path, delay by kind of cell]
| family | cells | cell delay, ns |
|---|---|---|
| buffers and inverters | 2 | 0.85 |
| and+or+nand+nor | 1 | 0.04 |
[final timing paths]
check | startpoint | to | slack (ns) | cells past startpoint
worst min-delay path | rst | mem_read | 4.29 | 3
worst max-delay path | pc_i[4] | pc_o[14] | 2.09 | 6
[power breakdown]
| group | switching [W] | internal, W | total (W) |
|---|---|---|---|
| combinational | 0.0000338 | 0.0000869 | 0.000121 |
| sequential | 0 | 0 | 0 |
| clock | 0 | 0 | 0 |
| total | 0.0000338 | 0.0000869 | 0.000121 |
[cell usage in the layout (no fill, tap or decap), drive strengths merged, types with 4 or more instances in the layout]
cell type and count:
xor2 9, or3 4, a21oi 5, and2 62
nor4 13, or4 8, o31ai 4, mux2 14
clkdlybuf4s50 164, nor2 37
[cell usage after synthesis, drive strengths merged]
library cell  count
and2             62
nor2             37
clkbuf           14
mux2             14
nor4             13
xor2              9
or4               8
a21oi             5
o31ai             4
or3               4
nor3              3
or2               3
inv               2
nand2             2
nand3             2
nand3b            2
nand4b            2
xnor2             2
buf               1
ha                1
nand2b            1
nand4             1
nor2b             1
o21ai             1
or4b              1
[final cells by class]
type               instances  area [um^2]
inverters                  2         7.51
fillers                  551         2630
well taps                 72         90.1
multi-input cells        178         1150
repair buffers           167         1660
[layer usage]
metal	GRT usage (%)	up-vias	share of wire, %	routed length, um
li1	-	974	-	-
met1	14.8	779	37	2480
met2	21.7	107	44	2920
met3	9.36	0	18	1210
met4	0	0	0	0
met5	0	-	0	0
